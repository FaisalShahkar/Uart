--- ./run.sh ---
#!/bin/bash
# OpenROAD 26Q1-2900-gdf79404cd8, Yosys 0.63+post, stock flow scripts
make -C /OpenROAD-flow-scripts/flow DESIGN_CONFIG=/design/flow/config.mk WORK_HOME=/design/flow/orfs finish
--- ./config.mk ---
export PLATFORM = sky130hd
export DESIGN_NAME = shift_reg
export DESIGN_NICKNAME = shift_reg
export VERILOG_FILES = /design/flow/design.v
export SDC_FILE = /design/flow/constraint.sdc
export NUM_CORES = 4
export LEC_CHECK = 1
export CORE_AREA = 10 10 70 70
export DIE_AREA = 0 0 80 80
--- ./constraint.sdc ---
current_design shift_reg

set clk_period 1.5
set clk_io_pct 0.2

create_clock -name clk0 -period $clk_period [get_ports {clk_i}]

set non_clock_inputs [all_inputs -no_clocks]
set_input_delay [expr $clk_period * $clk_io_pct] -clock clk0 $non_clock_inputs
set_output_delay [expr $clk_period * $clk_io_pct] -clock clk0 [all_outputs]
--- ./design.v ---
module mux(
    input logic clk_i,
    input logic serial_out_o,  
    input logic start_o,  
    output logic Tx  
    );
    always_ff @( clk_i ) begin
        if(start_o)begin
            Tx <= serial_out_o;
        end
        else begin
            Tx <= 1'b1;
        end
    end
endmodule
module shift_reg(
    input logic clk_i,
    input logic reset_i,
    input logic shift_o,  
    input logic load_xmt_shftreg_o,  
    input logic [7:0] data_in,  
    output logic serial_out_o  
    );
    logic [7:0] shift;  
    always_ff @(posedge clk_i ) begin
        if(reset_i)begin
            serial_out_o <= 0;
            end
        else begin
            if(load_xmt_shftreg_o)begin
                shift <= data_in;
            end
        if (shift_o)begin
            serial_out_o <= shift[0];  
            shift <= {1'b0,shift[7:1]};  
            end
        end
    end
endmodule
module Baud_Counter(
    input logic clk_i,
    input logic clear_baud_o,  
    output logic counter_baud_of_i  
);
    logic [2:0] baud_counter = 3'b0;
    always_ff @(posedge clk_i ) begin
        if(clear_baud_o)begin
            baud_counter <= baud_counter + 1'b1;
        if (baud_counter == 3'b100)begin
            counter_baud_of_i <= 1'b1;
            baud_counter <= 3'b0;
            end
        else begin
            counter_baud_of_i <= 1'b0;
            end
        end
    end
endmodule
module Bit_Counter(
    input logic clk_i,
    input logic clear_o,   
    output logic counter_of_i  
);
    logic [3:0] bit_counter = 4'b0;
    always_ff @(posedge clk_i ) begin
        if(clear_o)begin
            bit_counter <= bit_counter + 1'b1;
            if(bit_counter == 4'b1000)begin
                counter_of_i <= 1'b1;
                bit_counter <= 4'b0;
            end
            else begin
                counter_of_i <= 1'b0;
            end
        end
    end
endmodule
==> reports/summary.txt <==
worst vdd ir: 328 uV
clock insertion delay at the later pin of the skew report: 0.26 ns
Post-synth regs: 9
Placed Area: 601 um2
status: finished, final reports clean
Pleak: 0.234 nW
std cell rows: 21
synthesis area per yosys: 407 um2
total track usage: 2.46%
post-CTS resize count: 0
CP max stage delay: 0.47 ns
chip area: 6400 um2
CTS tree: yes
Reg2Reg Capture Point: shift[5]
pins over their slew limit: 0
Layout Cells excl Fill: 85
Yosys Warn Count: 1
critical path class: register to primary output
post-synthesis cell count: 22
CTS Hold Bufs: 0
Slew HR: 91.4%
Num CTS Buffers: 3
Fillers: 394
setup_tns: 0 ns
tool warnings: 25
antenna fix cells: 0
initial DRC count: 2
worst setup slack after layout: 0.151 ns
clk sinks: 9
GPL Wtd Cong: 0.708
CP endpoint: serial_out_o
Reg clk slew, reported paths: 0.06 ns
wire length per cell: 8.87 um
io pins: 13
pre-CTS WS: -0.0767 ns
worst endpoint data arrival time: 1.05 ns
layout cells sized above 1: 33.3%
Worst R2R Setup Slack: 0.62 ns
dpl cells: 81
first-pass GRT wire length: 1.20 mm
GR Overflow Total: 0
Critical Path, Cell by Cell: clkdlybuf4s50_1
CP delay by family, top: buffers and inverters
Setup crit end kind: primary output
max reg flops: 8
htree depth: 1
clock period minus worst slack: 1.35 ns
largest net degree at the start of global routing: 11
vias in the first global route: 252
Post-Layout Inst Area: 627 um2
Worst Max-Slew Pin Slew: 0.125 ns
Post-CTS Setup Inserts: 0
Final Util: 18.4%
Hold WS: 0.493 ns
Post-route DRC: 0
fp util: 11.9%
root buf cell: clkbuf_4
Seq/Total Area, Yosys: 64.0%
CP Depth: 1
Worst Clk Skew: 0.00137 ns
synth-to-layout area growth: 54.2%
Pre-Repair DR Iteration Count: 2
cells in synth_stat.txt: 22
Crit. Startpoint: serial_out_o
Hold Crit Class: register to register
max-cap violations: 0
unrepaired setup endpoints after global routing: false
RR Startpoint: shift[6]
clk buf depth: 2
I/O Buffers: 12
Power Total: 567 uW
Unique masters post-synth: 7
CP required: 1.20 ns
Setup-failing EPs final: 0
final WL: 754 um
initial antenna violation count: 0
FMAX: 741 MHz
Die H: 80 um
vias post-DR: 226
Final ANT Viol Nets: 0
Final Hold Viols: 0
crit share post-route: 90.0%
Slowest-stage cell, CP: clkdlybuf4s50_1
PD cells: 904 nW/um2
die width: 80 um
Post-Synthesis Cell Area: 407 um2
Core ar.: 3420 um2
worst-case reg-to-reg path depth: 1
Max FO, Critical Path: 2
Mean Syn Cell Area: 18.5 um2
worst path bufs/invs: 1
startpoint types: register
Via density: 2.66
==> kinds of logic (layout without fill, tap and decap cells) <==
group | count (synthesis) | after routing | share of synthesized area (%)
buf+inv | 1 | 18 | 2.77
flops | 9 | 9 | 64.0
mux | 8 | 8 | 28.3
simple gates | 4 | 4 | 4.92
==> power by group <==
| group | switching (mW) | leakage, nW | internal [mW] |
|---|---|---|---|
| Combinational | 0.0228 | 0.135 | 0.0618 |
| Clock | 0.0813 | 0.0150 | 0.102 |
| Sequential | 0.00446 | 0.0844 | 0.294 |
| Total | 0.109 | 0.234 | 0.458 |
==> cell type report <==
type | instances | area (um2) | area share (%)
Clock buffer | 4 | 26.3 | 4.19
Multi-Input combinational cell | 12 | 135 | 21.6
Sequential cell | 9 | 260 | 41.5
Tap cell | 46 | 57.6 | 9.18
Timing Repair Buffer | 14 | 148 | 23.6
==> layer usage <==
layer | vias up | wire length (um) | track usage (%)
met4 | 0 | 0 | 0.352
met3 | 0 | 72 | 2.05
met2 | 11 | 291 | 3.05
li1 | 116 | - | -
met5 | - | 0 | 0
met1 | 99 | 390 | 3.22
==> synthesized netlist by cell type, drive strengths merged <==
| cell | count | area share [%] |
|---|---|---|
| edfxtp | 8 | 59 |
| mux2 | 7 | 26 |
| nor2 | 3 | 2.8 |
| and2b | 1 | 2.2 |
| buf | 1 | 2.8 |
| dfxtp | 1 | 4.9 |
| mux2i | 1 | 2.5 |
==> worst min-delay path by stage <==
stage,start,endpoint,slack (ns),depth (start not counted)
after CTS,shift[0],serial_out_o,0.50,2
after global routing,shift[0],serial_out_o,0.51,2
final,shift[0],serial_out_o,0.49,2
==> cell usage in the layout, fill, tap and decap left out <==
cell type,Yosys,final
dfxtp_1,1,1
buf_4,0,1
clkdlybuf4s50_1,0,12
mux2_4,7,7
mux2i_1,1,1
clkbuf_1,0,1
edfxtp_1,8,8
clkbuf_4,0,3
and2b_2,1,1
buf_12,0,1
nor2_1,3,3
Power figures rest on the tool's default switching activity, not on a simulated workload.
